### design.v
module adc(
	input clk50,
	input [9:0]din,
	output reg idx,
	output reg [7:0]dout,
	output reg [10:0]addr);
	always @(negedge clk50) begin
		addr <= addr + 1;
		dout <= din[9:2];
		idx <= !addr[10];
	end
endmodule
### run.sh
#!/bin/bash
# OpenROAD 26Q1-2900-gdf79404cd8, Yosys 0.63+post, stock flow scripts
make -C /OpenROAD-flow-scripts/flow DESIGN_CONFIG=/design/flow/config.mk WORK_HOME=/design/flow/orfs finish
### constraint.sdc
current_design adc

set clk_period 1.6
set clk_io_pct 0.2

create_clock -name clk0 -period $clk_period [get_ports {clk50}]

set non_clock_inputs [all_inputs -no_clocks]
set_input_delay [expr $clk_period * $clk_io_pct] -clock clk0 $non_clock_inputs
set_output_delay [expr $clk_period * $clk_io_pct] -clock clk0 [all_outputs]
### config.mk
export PLATFORM = sky130hd
export DESIGN_NAME = adc
export DESIGN_NICKNAME = adc
export VERILOG_FILES = /design/flow/design.v
export SDC_FILE = /design/flow/constraint.sdc
export NUM_CORES = 4
export LEC_CHECK = 1
export CORE_AREA = 10 10 89 89
export DIE_AREA = 0 0 99 99
==> run notes <==
Item: results of the latest flow run.

- The power density over the cells is 1020 mW/mm².
- The number of max-cap violations is 0.
- The biggest cell delay along the critical path is 0.31 ns.
- The total wire length is 1740 µm.
- In this run the vertical extent of the chip is 99 µm.
- The first-pass GRT wire length is 2710 µm.
- The critical path in the final layout is reported with a setup slack of -0.279 ns.
- In this run the number of H-tree levels came out at 1.
- The synthesized netlist handed to floorplanning was reported with a cell count of 44.
- For reference, the critical path cell chain is buf_2.
- The via count of the first global-routing pass is 612.
- For this configuration, the core starts out at a cell density of 0.0954.
- The post-CTS clock slew at the launch and capture registers of the worst setup and hold paths is 0.04 ns.
- The actual transition at the worst max-transition pin is 0.215 ns.
- The detailed router placed 532 vias in this run.
- The run finished, with violations left.
- The number of inserted filler cells in the final layout is 670.
- The tally of yosys warning messages is 1.
- The number of cells reported by Yosys stat comes to 44.
- Hold repair after CTS inserted 0 buffers.
- The average vias per placed instance is 2.94.
- The final timing report counts setup violations totalling 20.
- Ranking logic cells in the layout by count gives the top entries 22 x sky130_fd_sc_hd__inv_1, 19 x sky130_fd_sc_hd__buf_2, 11 x sky130_fd_sc_hd__dfxtp_2, 11 x sky130_fd_sc_hd__buf_4, 9 x sky130_fd_sc_hd__dfxtp_1.
- The register-to-register path setup slack is 0.47 ns.
- The final worst clock skew is 0.0128 ns.
- The post-synthesis cell area is 572 µm².
- The summed standard-cell area reported by yosys is 572 µm².
- Measured along the x axis, the die boundary spans 99 µm.
- In this design, the largest share of critical-path delay is due to flip-flops.
- The post-CTS repair timing setup buffer count is 0.
- The library cell occupying the most area in the post-synthesis netlist is sky130_fd_sc_hd__dfxtp_1.
- The worst pin sits at a relative slew slack of 0.857.
- Input and output buffers added on the ports amount to 28.
- In the routed netlist, the antenna diode instances number 0.
- Between the synthesized netlist and the finished layout, the area growth was recorded as 86.7%.
- The number of max-slew violations in the final report is 0.
- The initial antenna violation count is 0.
- The critical path is of the reg2out type.
- The post-DP HPWL is 1310 µm.
- Setup repair after global routing could not meet its margin everywhere.
- Yosys attributes the largest share of cell area to sky130_fd_sc_hd__dfxtp_1 70%, sky130_fd_sc_hd__xnor2_1 12%, sky130_fd_sc_hd__nand4_1 4.4%.
- The worst setup path is captured at a primary output.
- The non-filler instance count after layout is 181.
- The area of the core is 0.00599 mm².
- Yosys reported a register bit count of 20.
- The share of the Yosys chip area taken by registers is 0.700.
- The stage-log warning count is 49.
- Per the detail_route report, DRC violations left total 0.
- The final-layout worst hold slack is 0.498 ns.
- Row generation in the floorplan step produced 28 rows.
- Post-CTS repair changed the size of 72 cells.
- STA classifies the critical path startpoint as a flip-flop.
- The latest clock arrival within the worst-skew pair is 0.34 ns.
- The required time reported for the critical path endpoint is 1.28 ns.
- The maximum vdd drop is 378 µV.
- The biggest fanout along the worst timing path is 2.
- Summed over all cells, the static leakage comes to 0.533 nW.
- The global routing report lists combined usage of all routing layers as 0.0330.
- The checks that failed: negative setup slack.
- Data on the critical path arrives at its endpoint at 1.56 ns.
- The buffer depth of the longest clock path is 2.
- The count of TritonRoute iterations in the first routing pass is 6.
- The area of the die is 0.00980 mm².
- The final RePlAce weighted congestion is 0.716.
- The violation tally from detailed-route iteration zero is 37.
- Of the cells placed in the final design, the portion with a size suffix greater than 1 is 0.453.
- The wire length per cell is 9.63 µm.
- Once layout is complete, the utilization of the core stands at 0.178.
- The count of buffer and inverter cells on the critical path is 1.
- Counting every sink on the clock net gives 20.
- The count of endpoints failing hold in the final timing report is 0.
- CTS placed an instance of sky130_fd_sc_hd__clkbuf_8 at the clock tree root.
- The most critical min-delay path falls under reg2reg.
- Including well taps, the total number of placed cells is 158.
- Synthesis instantiated 11 different standard cells from the library.
- Entering global routing, the biggest net connects 13 pins.
- CTS added clock buffers totalling 3.
- The I/O pin count is 31.
- The critical-path cell with the highest stage delay is sky130_fd_sc_hd__dfxtp_2.
- The most frequently placed logic cell in the final layout is sky130_fd_sc_hd__inv_1.
- The proportion of netlist area held by the largest area contributor is 0.700.
- The average cell area after synthesis is 13.0 µm².
- The global route stage reports its total congestion overflow as 0.
- The clock tree from TritonCTS is done.
- Nets still carrying antenna violations after routing amount to 0.
per-layer routing:
| metal | share of wire | GRT usage | up-vias |
|---|---|---|---|
| met2 | 0.38 | 0.0431 | 33 |
| met4 | 0.041 | 0.0298 | 0 |
| met5 | 0 | 0 | - |
| met3 | 0.14 | 0.0261 | 5 |
| li1 | - | - | 270 |
| met1 | 0.43 | 0.0326 | 224 |
stage by stage:
stage / instance area (µm²) / worst slack [ns] / setup TNS, ns / power [mW]
2_1_floorplan: 572 / 0.118 / 0 / 0.600
3_3_place_gp: 1030 / -0.337 / -6.16 / 0.640
3_5_place_dp: 1030 / -0.331 / -6.24 / 0.641
4_1_cts: 1060 / -0.302 / -5.51 / 1.14
5_1_grt: 1070 / -0.325 / -5.96 / 1.20
6_report: 1070 / -0.279 / -5.03 / 1.09
power by group:
group | total [mW] | switching, mW | internal [mW]
logic | 0.0268 | 0.00368 | 0.0232
clock network | 0.551 | 0.308 | 0.243
registers | 0.515 | 0.00216 | 0.513
synth_stat cells (all sizes together):
| library cell | count |
|---|---|
| dfxtp | 20 |
| ha | 1 |
| and4 | 1 |
| nand4 | 4 |
| nand2 | 1 |
| and3 | 2 |
| xor2 | 1 |
| inv | 3 |
| nand3 | 3 |
| xnor2 | 8 |
logic make-up (layout without fill, tap and decap cells):
group / count (synthesis) / count (layout) / share of synthesized area
flip-flops: 20 / 20 / 0.700
AND/OR/NAND/NOR: 11 / 11 / 0.120
XOR/XNOR: 9 / 9 / 0.138
buffers and inverters: 3 / 65 / 0.0197
adder cells (fa/ha/maj): 1 / 1 / 0.0219
state kept, by name (all words and copies together), names as in the netlist:
name / flops
idx: 1
addr: 11
dout: 8
path summary, 6_finish.rpt:
path,cells after the start,to,from
max,1,addr[3],addr[3]
max reg2reg,4,addr[8],addr[0]
min,2,idx,addr[10]
min reg2reg,2,idx,addr[10]
layout make-up:
class	count	area, µm²	share of cell area
clock buffer	3	41.3	0.0387
clock inverter	21	81.3	0.0762
inverter	2	7.51	0.00703
multi-input combinational	21	160	0.150
sequential	20	414	0.388
tap	75	93.8	0.0879
timing repair buffer	39	269	0.252
worst reg2reg max path: stages, from the launching register on:
cell and delay, ns:
sky130_fd_sc_hd__dfxtp_2 0.33, sky130_fd_sc_hd__buf_4 0.13, sky130_fd_sc_hd__ha_1 0.27, sky130_fd_sc_hd__nand4_1 0.15, sky130_fd_sc_hd__xnor2_1 0.14
Power figures rest on the tool's default switching activity, not on a simulated workload.
