===== design/flow/config.mk =====
export PLATFORM = sky130hd
export DESIGN_NAME = dac
export DESIGN_NICKNAME = dac
export VERILOG_FILES = /design/flow/design.v
export SDC_FILE = /design/flow/constraint.sdc
export NUM_CORES = 4
export LEC_CHECK = 1
export CORE_UTILIZATION = 40

===== design/flow/constraint.sdc =====
current_design dac

set clk_period 2.4
set clk_io_pct 0.2

create_clock -name clk0 -period $clk_period [get_ports {clk125}]

set non_clock_inputs [all_inputs -no_clocks]
set_input_delay [expr $clk_period * $clk_io_pct] -clock clk0 $non_clock_inputs
set_output_delay [expr $clk_period * $clk_io_pct] -clock clk0 [all_outputs]

===== design/flow/run.sh =====
#!/bin/bash
# OpenROAD 26Q1-2900-gdf79404cd8, Yosys 0.63+post, stock flow scripts
make -C /OpenROAD-flow-scripts/flow DESIGN_CONFIG=/design/flow/config.mk WORK_HOME=/design/flow/orfs finish

===== design/flow/design.v =====
module dac(
	input clk125,
	input [7:0]din,
	input [13:0]cycle,
	input [7:0]div,
	output reg [9:0]dout,
	output reg [13:0]addr);
	reg [13:0]c;
	reg [15:0]d, cnt;
	always @(negedge clk125) begin
		c <= cycle;
		d <= div;
		cnt <= cnt <= d ? cnt + 1 : 0;
		dout <= din << 2;
	end
	always @(negedge cnt == 0) addr <= addr < c ? addr + 1 : 0;
endmodule

==> results.toml <==
# synthesis and place-and-route metrics
[place]
place_hpwl_microns = 2727
port_buffers = 52
pre_cts_slack_ns = -0.03187
globalplace.congestion = 0.7729

[synth]
ys_types = 27
ys_top_cells_by_area = "dfxtp_1 (54%), ha_1 (13%), xor2_1 (4.7%)"
ys_seq_share_pct = 53.99
syn_avg_cell_area_sq_um = 10.20
postSynth.asyncResetShare_pct = 0
yosys_area_sq_um = 2225
yosys_warnings = 1
ys_cells = 218
ff_type = "dfxtp_1"
synth-edff-count = 0
synth-seq-cells = 60
synth_area_sq_um = 2225
ys_top_cells_by_count = "dfxtp_1 (60), ha_1 (24), inv_1 (24)"
syn_inst = 218
netlist.area_leader.share_pct = 53.99
top_area_cell = "dfxtp_1"
yosysMostFrequentCell = "dfxtp_1"

[global_routing]
grt_pass1_vias = 1748
antenna_found_initial = 0
grt_use_total_pct = 14.02
grt_overflow = 0
grt_max_degree = 17
grt_pass1_wl_microns = 6658

[cts]
clkSlewWorstSetupHoldPaths_ns = 0.04
cts_buffer_depth = 2
h-tree-depth = 2
cts_resized = 24
insertion_delay_ns = 0.37
holdBufCountCts = 0
cts_root_buf = "clkbuf_8"
cts_setup_buffers = 0
cts_made_buffers = 5
cts_tree = "done"

[final_timing]
setup_tns_ns = -0.1773
rsz0062_at_grt = "true"
worst_pin_slew_ns = 0.5651
unclocked_pins = 14
drv_slew = 0
timing.hold.ws_ns = 0.4947
setup_violations = 8
skew_ns = 0.01460
untimed_endpoints = 28
maxSlewHeadroom_pct = 62.21
worst_slack_ns = -0.02826
hold_viol = 0

[setup_path]
cp_max_fo = 1
cp_top_family = "flip-flops"
start_kind = "flop"
path_buffers = 1
critPathSlowestCell = "dfxtp_1"
critical_path_class = "flop to primary output"
worst-endpoint-required_ns = 1.92
cp.arrival_ns = 1.95
max_stage_delay_ns = 0.29
worst_setup_path_end_kind = "primary output"
crit_chain = "buf_2"

[detailed_routing]
drc = 0
routed_via_density = 4.295
dr.pass1.iters = 4
wl_microns = 3724
wire_per_inst_microns = 9.380
antenna_cells = 0
first_iter_violations = 70
vias = 1705
ant_nets = 0

[floorplanning]
io_pins = 55
die-area_sq_um = 5864
die_x_microns = 76.58
fp-utilization_pct = 42.47
coreArea_sq_um = 5238
die_h_microns = 76.58
num_rows = 26

[power]
leakagePower_nw = 1.507
power_switching_mw = 0.5023
switching_share_pct = 29.83
p_seq_share_pct = 48.2
vdd_drop_max_mv = 0.2701
power_density_nw_per_um2 = 550.5
pwr-share-clk_pct = 46.5
p_comb_share_pct = 5.3
p_int_mw = 1.182

[cells_and_area]
drive_above_1_share_pct = 4.893
synthToLayoutAreaGrowth_pct = 37.51

[status]
violations = "negative setup slack"
status = "finished with violations"

[job]
warnings = 74
max_cap_viol_count = 0

[hold_path]
min_path_type = "flop to flop"
[logic make-up (layout without fill, tap and decap cells)]
kind of cell / Yosys count / after routing / synth area share, %
fa+ha+maj: 24 / 24 / 13.50
buf+inv: 28 / 129 / 5.399
flops: 60 / 60 / 53.99
compound gates: 17 / 17 / 4.668
xor+xnor: 19 / 19 / 7.480
other cells: 1 / 9 / 0.1686
simple gates: 69 / 69 / 14.79
[worst register-to-register path, stage by stage, from the launching register on]
cell      delay, ns
dfxtp_1        0.37
ha_1           0.26
nor2b_1        0.13
o211ai_1       0.15
a21oi_1        0.08
o22a_1         0.29
nor3b_1        0.22
[layout make-up]
type / count / area [sq um]
Fill cell: 455 / 2178
Sequential cell: 60 / 1201
Multi-Input combinational cell: 138 / 933.4
Timing Repair Buffer: 52 / 480.5
Clock inverter: 49 / 201.4
Tap cell: 70 / 87.58
Inverter: 23 / 86.33
Clock buffer: 5 / 68.82
[placed cells by master (no fill, tap or decap)]
cell type,count
a211o_1,1
a21o_1,1
a21oi_1,10
and3_1,1
buf_2,8
clkbuf_8,5
clkdlybuf4s50_1,44
clkinv_4,2
conb_1,9
dfxtp_1,60
ha_1,24
inv_1,69
inv_8,1
nand2_1,11
nand2b_1,1
nand3_1,13
nand4_1,6
nor2_1,18
nor2b_1,1
nor3_1,14
nor3b_1,1
nor4_1,2
nor4b_1,1
o211ai_1,2
o21ai_0,1
o221ai_1,1
o22a_1,1
xnor2_1,7
xor2_1,12
[state kept, by name, indices dropped and copies added (netlist names)]
| name | cells |
|---|---|
| c | 14 |
| dout | 8 |
| cnt | 16 |
| d | 8 |
| addr | 14 |
[per-layer routing]
layer	up-vias	track usage (%)	routed length (microns)
li1	932	-	-
met1	729	17.54	1815
met2	38	21.71	1679
met3	6	5.474	155
met4	0	6.346	74
met5	-	0	0
[final timing paths]
check               start  endpoint  slack, ns  depth (start not counted)
setup reg to reg   cnt[1]    cnt[1]       0.82                          6
setup / recovery  dout[7]   dout[7]      -0.03                          1
hold / removal     cnt[0]    cnt[0]       0.49                          1
hold reg to reg    cnt[0]    cnt[0]       0.49                          1
[power by group through the flow]
stage	combinational (mW)	clock [mW]	sequential, mW
CTS	0.0907	0.837	0.812
finish	0.0890	0.783	0.812
global route	0.101	0.951	0.812
[through the flow]
stage                     utilization [%]  instances  total power [mW]  cell area, sq um
after detailed placement            54.09        344             1.039              2833
after floorplan                         -        226            0.9724              2255
final                               58.41        397             1.684              3059
after global placement              54.09        344             1.038              2833
after CTS                           58.41        397             1.739              3059
after global routing                58.41        397             1.864              3059
Power figures rest on the tool's default switching activity, not on a simulated workload.
