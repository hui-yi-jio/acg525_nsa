## design/flow/run.sh

```bash
#!/bin/bash
# OpenROAD 26Q1-2900-gdf79404cd8, Yosys 0.63+post, stock flow scripts
make -C /OpenROAD-flow-scripts/flow DESIGN_CONFIG=/design/flow/config.mk WORK_HOME=/design/flow/orfs finish
```

## design/flow/config.mk

```make
export PLATFORM = sky130hd
export DESIGN_NAME = rx
export DESIGN_NICKNAME = rx
export VERILOG_FILES = /design/flow/design.v
export SDC_FILE = /design/flow/constraint.sdc
export NUM_CORES = 4
export LEC_CHECK = 1
export CORE_UTILIZATION = 50
```

## design/flow/constraint.sdc

```tcl
current_design rx

set clk_period 3.3
set clk_io_pct 0.2

create_clock -name clk0 -period $clk_period [get_ports {rxclk}]
create_clock -name clk1 -period $clk_period [get_ports {rxctl}]

set non_clock_inputs [all_inputs -no_clocks]
set_input_delay [expr $clk_period * $clk_io_pct] -clock clk0 $non_clock_inputs
set_output_delay [expr $clk_period * $clk_io_pct] -clock clk0 [all_outputs]
```

## design/flow/design.v

```verilog
module rx(
	input rxclk, rxctl,
	input [3:0]rxd,
	output reg[7:0]dout,
	output reg[13:0]addr, cycle,
	output reg[7:0]div
);
	reg [13:0]cnt;
	reg [3:0]data0, data1;
	wire [7:0]data = {data0, data1};
	wire [13:0]ad = cnt - 24;
	always_ff @(negedge rxclk) data0 <= rxd;
	always_ff @(posedge rxclk) begin
		data1 <= rxd;
		cnt <= rxctl ? cnt + 1 : 0;
		addr <= ad;
		if (cnt == 24) div <= data;
		if (cnt > 24) dout <= data;
	end
	always_ff @(negedge rxctl) cycle <= ad;
endmodule
```

==> out/metrics.yaml <==
run_status:
  outcome: "completed"
finish:
  postLayoutCoreUtil_pct: 75.85
  syn_to_final_growth_pct: 41.90
  drive_gt1_share_pct: 8.980
  final_area_mm2: 0.002860
  fillers: 231
power_and_ir_drop:
  internal_power_uw: 1294
  ir_drop_mv: 0.4457
  swShare_pct: 26.13
  powerDensity_mw_per_mm2: 612.3
  clkPwrFrac_pct: 50.9
  combinationalPowerShare_pct: 0.3
  p_sw_uw: 457.6
  power_leakage_uw: 0.001243
  power_frac_seq_pct: 48.8
logic_synthesis:
  avgSynthCellArea_um2: 13.17
  yosysWarningCount: 1
  synth_flops: 66
  synth_cells: 153
  ys_seq_share_pct: 73.49
  yosysUniqueCellTypes: 28
  ys_cells: 153
  yosys_area_mm2: 0.002016
  synth.cell_area_mm2: 0.002016
setup_path:
  cpLargestDelayFamily: "flip-flops"
  worst-path-max-fanout: 1
  r2r-start: "cnt[3]"
  rrSetupSlack_ps: 310
  r2r-end: "cycle[9]"
  cp.arrival_ps: 2570
  end_kind: "output pin"
  crit_type: "reg2out"
  rr_worst_depth: 4
  start_kind: "flip-flop"
  required_ps: 2640
  slowest_delay_ps: 300
  path_buffers: 1
  critPathSlowestCell: "dfxtp_1"
  crit_chain: "clkdlybuf4s15_1"
flow_run:
  warning_count: 36
  maxCapViolCount: 0
clocking:
  cts_setup_buffers: 0
  cts_tree: "built"
  path_clk_slew_ps: 80
  cts_hold_buf: 0
  post_cts_resized: 18
placed_design:
  io_buffer_count: 48
  postPlaceCellArea_mm2: 0.002559
  dp_hpwl_um: 2256
  place.gp.congestion: 0.7946
global_route:
  grtUsageMet3_pct: 11.44
  grt_pass1_wl_um: 5444
  use_met2_pct: 22.42
  antenna_found_initial: 0
  top_usage_layer: "met1"
  grt-ovfl-total: 0
  gr-usage-met1_pct: 23.67
  grt_max_degree: 17
  grt_util_all_layers_pct: 18.09
  grt_pass1_vias: 1461
floorplanning:
  dieArea_mm2: 0.004290
  pin_count: 50
  core_area_mm2: 0.003771
  die_h_um: 65.50
  die_x_um: 65.50
  fp_util_pct: 53.45
  row_count: 22
detailed_routing:
  drc: 0
  antenna_cells: 0
  vias: 1394
  final_antenna_net_count: 0
  dr.pass1.iters: 4
  wirelength_um: 3263
  avgViaCountPerCell: 4.758
  drt-initial-drc-count: 68
  wl_per_cell_um: 11.14
final_timing:
  slew_violations: 0
  finalSetupTns_ps: 0
  rsz0062_at_grt: "no"
  worst_slew_pin_slew_ps: 385.7
  slew_headroom_pct: 74.29
  setup_viol: 0
  hold_viol: 0
  clock_skew_ps: 58.86
min_path:
  hold_depth: 3
  worstHoldStart: "rxctl"
  hold_class: "clk2reg"
  whs_endpoint: "cnt[1]"
## worst min-delay path, stage by stage
cell and delay [ps]:
clkbuf_8 100, clkbuf_8 110, and2_1 100
## through the flow
stage | instances | setup WS [ps] | hold WS, ps | total power [uW]
global placement | 248 | 196.7 | 121.7 | 1020
floorplan | 153 | 264.9 | 121.7 | 1021
detailed placement | 248 | 179.7 | 121.7 | 1020
CTS | 293 | 1.325 | 45.67 | 1802
global route | 293 | 3.823 | 35.92 | 1888
finish | 293 | 66.78 | 45.31 | 1751
## layer usage
metal | vias to the layer above | wire [um]
met5 | - | 0
met4 | 0 | 61
met2 | 44 | 1474
met3 | 9 | 219
met1 | 631 | 1508
li1 | 710 | -
## worst max path at each step
stage | from | end | cells past startpoint
after global routing | cycle[13] | cycle[13] | 1
final | cycle[13] | cycle[13] | 1
after CTS | cycle[2] | cycle[2] | 1
## cell type report
class                           count  area [um^2]  share of cell area (%)
Clock buffer                       14        172.7                   6.037
Clock inverter                     33        133.9                   4.681
Inverter                            5        18.77                  0.6562
Multi-Input combinational cell     76        488.0                   17.06
Sequential cell                    66         1484                   51.88
Tap cell                           48        60.06                   2.100
Timing Repair Buffer               51        503.0                   17.59
## kinds of logic (layout without fill, tap and decap cells)
logic type | count (synthesis) | count (layout) | synth area share (%)
compound gates | 17 | 17 | 4.718
xor+xnor | 12 | 12 | 5.215
fa+ha+maj | 3 | 3 | 1.862
buf+inv | 11 | 103 | 2.297
flops | 66 | 66 | 73.49
mux | 1 | 1 | 0.4966
simple gates | 43 | 43 | 11.92
## synthesized netlist by cell type
master,instances,share of area (%)
buf_2,1,0.25
mux2i_1,1,0.50
nand4_2,1,0.62
nand3_1,5,1.2
and3b_1,1,0.43
and2_1,1,0.31
or3_1,4,1.2
buf_4,1,0.37
nor4_1,2,0.62
nand2_1,9,1.7
xnor2_1,9,3.9
nor2_1,9,1.7
xor2_1,3,1.3
o31ai_1,4,1.5
nand4_1,2,0.62
nor2b_1,1,0.31
edfxtp_1,16,24
nand2b_1,1,0.31
and4b_1,1,0.50
or4_1,4,1.5
dfxtp_1,50,50
and4bb_2,1,0.62
a21oi_1,8,2.0
ha_1,3,1.9
nor3_1,1,0.25
inv_1,7,1.3
o21ai_0,5,1.2
clkbuf_1,2,0.37
## sequential cells by signal, summed over array words and instances (netlist names)
name	flops
cycle	14
data1	4
cnt	14
addr	14
div	8
dout	8
data0	4
## cell usage in the layout (no fill, tap or decap), types with 2 or more instances in the layout
master            n
dfxtp_1          48
inv_1            35
clkdlybuf4s50_1  34
edfxtp_1         16
clkdlybuf4s15_1  14
clkbuf_8         12
nor2_1            9
xnor2_1           9
nand2_1           9
a21oi_1           8
nand3_1           5
o21ai_0           5
or4_1             4
o31ai_1           4
or3_1             4
xor2_1            3
ha_1              3
buf_4             3
nor4_1            2
nand4_1           2
inv_4             2
clkbuf_1          2
dfxtp_2           2
## power by group through the flow
stage / Clock (uW) / Sequential [uW] / Combinational [uW]
6_report: 891 / 855 / 5.57
5_1_grt: 1030 / 855 / 5.91
4_1_cts: 941 / 855 / 5.59
No activity file was given, so power comes from the tool's default toggle rates.
